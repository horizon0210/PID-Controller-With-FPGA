==> design.v <==
`timescale 1ns/1ps
module enc_pulse #(
    parameter integer CLK_HZ     = 100_000_000,  
    parameter integer GATE_HZ    = 200,          
    parameter integer MINPW_CYC  = 50             
)(
    input  wire clk,
    input  wire rst_n,
    input  wire enc_a_in,    
    input  wire enc_b_in,    
    output reg  signed [15:0] spdcnt,      
    output reg               delta_valid, 
    output reg               dir,         
    output reg  [15:0]       err_illegal
);
    reg [1:0] sync_a, sync_b;
    always @(posedge clk or negedge rst_n) begin
        if (!rst_n) begin
            sync_a <= 2'b00;
            sync_b <= 2'b00;
        end else begin
            sync_a <= {sync_a[0], enc_a_in};
            sync_b <= {sync_b[0], enc_b_in};
        end
    end
    reg filt_a, filt_b;
    reg [5:0] a_cnt, b_cnt;
    always @(posedge clk or negedge rst_n) begin
        if (!rst_n) begin
            filt_a <= 1'b0; a_cnt <= 6'd0;
            filt_b <= 1'b0; b_cnt <= 6'd0;
        end else begin
            if (sync_a[1] != filt_a) begin
                if (a_cnt >= (MINPW_CYC-1)) begin
                    filt_a <= sync_a[1];
                    a_cnt  <= 6'd0;
                end else begin
                    a_cnt  <= a_cnt + 6'd1;
                end
            end else begin
                a_cnt <= 6'd0;
            end
            if (sync_b[1] != filt_b) begin
                if (b_cnt >= (MINPW_CYC-1)) begin
                    filt_b <= sync_b[1];
                    b_cnt  <= 6'd0;
                end else begin
                    b_cnt  <= b_cnt + 6'd1;
                end
            end else begin
                b_cnt <= 6'd0;
            end
        end
    end
    reg [1:0] prev_ab;
    wire [1:0] curr_ab = {filt_a, filt_b};
    reg  signed [1:0] step;  
    always @(posedge clk or negedge rst_n) begin
        if (!rst_n) begin
            prev_ab     <= 2'b00;
            step        <= 2'sd0;
            err_illegal <= 16'd0;
            dir         <= 1'b1;
        end else begin
            case ({prev_ab, curr_ab})
                4'b00_01, 4'b01_11, 4'b11_10, 4'b10_00: begin step <=  2'sd1; dir <= 1'b1; end
                4'b00_10, 4'b10_11, 4'b11_01, 4'b01_00: begin step <= -2'sd1; dir <= 1'b0; end
                default: begin
                    if ((prev_ab != curr_ab) &&
                        ((prev_ab[1]^curr_ab[1]) & (prev_ab[0]^curr_ab[0]))) begin
                        if (err_illegal != 16'hFFFF) err_illegal <= err_illegal + 16'd1;
                    end
                    step <= 2'sd0;
                end
            endcase
            prev_ab <= curr_ab;
        end
    end
    localparam integer GATE_CYCLES = (CLK_HZ / GATE_HZ);  
    reg [31:0] gate_cnt;
    wire gate_pulse = (gate_cnt == (GATE_CYCLES - 1));
    always @(posedge clk or negedge rst_n) begin
        if (!rst_n) begin
            gate_cnt <= 32'd0;
        end else begin
            if (gate_pulse)
                gate_cnt <= 32'd0;
            else
                gate_cnt <= gate_cnt + 32'd1;
        end
    end
    reg  signed [15:0] acc8;
    reg  signed [15:0] acc8_next;
    always @* begin
        acc8_next = acc8;
        case (step)
            2'sd1:  acc8_next = (acc8 ==  16'sh7FFF)  ? acc8 : acc8 + 16'sd1;  
           -2'sd1:  acc8_next = (acc8 == -16'sh8000) ? acc8 : acc8 - 16'sd1;  
            default:   ;
        endcase
    end
    always @(posedge clk or negedge rst_n) begin
        if (!rst_n) begin
            acc8 <= 16'sd0;
        end 
        else begin
            if (gate_pulse) begin
                acc8 <= 16'sd0;        
            end else begin
                acc8 <= acc8_next;             
            end
        end
    end
    always @(posedge clk or negedge rst_n) begin
        if (!rst_n) begin
            spdcnt      <= 16'sd0;
            delta_valid <= 1'b0;
        end else begin
            delta_valid <= 1'b0;
            if (gate_pulse) begin
                spdcnt      <= acc8_next;  
                delta_valid <= 1'b1;       
            end
        end
    end
endmodule
==> run.sh <==
#!/bin/bash
# OpenROAD 26Q1-2900-gdf79404cd8, Yosys 0.63+post, stock flow scripts
make -C /OpenROAD-flow-scripts/flow DESIGN_CONFIG=/design/flow/config.mk WORK_HOME=/design/flow/orfs finish
==> config.mk <==
export PLATFORM = sky130hd
export DESIGN_NAME = enc_pulse
export DESIGN_NICKNAME = enc_pulse
export VERILOG_FILES = /design/flow/design.v
export SDC_FILE = /design/flow/constraint.sdc
export NUM_CORES = 4
export LEC_CHECK = 1
export CORE_UTILIZATION = 50
==> constraint.sdc <==
current_design enc_pulse

set clk_period 8.3
set clk_io_pct 0.2

create_clock -name clk0 -period $clk_period [get_ports {clk}]

set non_clock_inputs [all_inputs -no_clocks]
set_input_delay [expr $clk_period * $clk_io_pct] -clock clk0 $non_clock_inputs
set_output_delay [expr $clk_period * $clk_io_pct] -clock clk0 [all_outputs]
==> results.py <==
# Physical implementation metrics
metrics = {
    "yosys": {
        "synth_stat.cells": 572,
        "yosys_area_mm2": 0.00548,
        "number_of_synthesized_register_bits": 104,
        "edff_count_synth": 0,
        "postSynthAreaPerCell_um2": 9.58,
        "synth.yosys.seq_area_share_pct": 47.5,
        "synth_cells": 572,
        "mappedNetlistArea_mm2": 0.00548,
        "postSynth.topFlopCell": "dfrtp_1",
        "area_share_top_type_pct": 47.0,
        "yosysTopAreaCell": "dfrtp_1",
        "synth_cell_types": 65,
        "async_flop_share_pct": 100,
        "synth-warning-count": 1,
        "yosys-top-cells-area": "dfrtp_1, xor2_1, nor2_1, xnor2_1, nand2_1",
    },
    "global_routing": {
        "antenna_found_initial": 0,
        "globalRoute.totalOverflow": 0,
        "global_route.usage.total_pct": 22.5,
        "grt_pass1_vias": 3966,
        "grt_util_met2_pct": 33.0,
        "gr_peak_layer": "met1",
        "use_met3_pct": 3.53,
        "global_route.usage.met1_pct": 37.7,
        "maximum_number_of_pins_on_one_net_before_global_route_repair": 59,
        "global_route_wire_length_before_repair_mm": 19.9,
    },
    "critical_path": {
        "timing.critical_path.cells": "clkdlybuf4s50_1",
        "path_class": "reg2out",
        "worst_path_dominant_cell_family": "flip-flops",
        "crit_required_ps": 6640,
        "cp_num_buf_inv": 1,
        "worstPathArrival_ps": 1370,
        "critical_path_startpoint_category": "flop",
        "end_kind": "output pin",
        "critical_path.slowest_cell": "dfstp_2",
        "cp_max_fo": 2,
        "crit_path_largest_cell_delay_ps": 540,
    },
    "pwr": {
        "p_leak_nw": 2.70,
        "totalPowerFinal_w": 0.000896,
        "vdd.ir_drop.worst_mv": 0.110,
        "netSwitchingPower_w": 0.000204,
        "cell_internal_pwr_w": 0.000692,
        "comb_power_share_pct": 2.3,
        "pwr-share-clk_pct": 40.5,
        "swShare_pct": 22.8,
        "power-per-cell-area_mw_per_mm2": 146,
        "proportion_of_power_drawn_by_flip_flops_and_latches_pct": 57.2,
    },
    "clocking": {
        "cts.root.buffer_cell": "clkbuf_8",
        "clock-sinks": 104,
        "cts_setup_buffers": 0,
        "cts.repair.resized": 0,
        "tritoncts": "built",
        "hold_buffers": 0,
        "clock_latency_ps": 370,
        "clock_tree.buffer_depth": 2,
        "worst_setup_hold_path_clk_slew_ps": 110,
        "htree_levels": 3,
        "cts_buffers": 9,
    },
    "finish": {
        "drive_gt1_share_pct": 7.01,
        "p_r_area_growth_vs_syn_pct": 12.3,
        "postLayoutCellArea_mm2": 0.00616,
    },
    "floorplanning": {
        "fp_util_pct": 52.4,
        "dieWidth_um": 107,
        "floorplan.rows": 37,
        "die_y_um": 107,
        "fp.coreArea_mm2": 0.0105,
        "io-pin-count": 38,
        "die_area_mm2": 0.0114,
    },
    "timing": {
        "achievable-frequency_mhz": 330,
        "rsz0062_at_grt": "false",
        "period_minus_slack_ps": 3030,
        "timing.max_slew.rel_slack_pct": 53.3,
        "layout_worst_path_cycle_share_pct": 36.5,
        "slew_violations": 0,
        "hold_viol": 0,
        "fin_setup_tns_ps": 0,
        "worstMarginPinSlew_ps": 701,
        "finalSetupViolCount": 0,
        "worst_clock_skew_ps": 6.59,
    },
    "min_path": {
        "worst_hold_path_type": "reg2reg",
    },
    "run": {
        "max_cap_viol_count": 0,
        "tool_warnings": 32,
    },
    "place": {
        "gp_congestion": 0.930,
        "io_buffer_count": 37,
        "placedInstanceArea_mm2": 0.00592,
        "hpwl_mm": 7.95,
    },
    "drt": {
        "via_count": 4271,
        "remaining_drc_errors": 0,
        "routedWlPerCell_um": 15.9,
        "viasPerCell": 5.81,
        "detail-route-antenna-nets": 0,
        "drt-pass1-iter-count": 5,
        "dr.first_iter.drc_count": 199,
        "routed_wire_length_mm": 11.7,
        "antennaDiodeCount": 0,
    },
    "run_status": {
        "status": "complete, no violations",
    },
}
## layout make-up
type                       instances  area (µm²)
clock inverter                     7         114
timing repair buffer              41         398
fill                             919        4310
inverter                          22        82.6
multi-input combinational        416        2660
tap                              136         170
clock buffer                       9         124
sequential                       104        2600
## Yosys cell counts, types with 6 or more instances
cell type and n:
xor2_1 30, nand4_1 23, xnor2_1 26, and2_1 7
nand3_1 29, nor4b_1 6, nor4_1 13, and3_1 9
or2_2 6, nor3_1 22, inv_1 21, o21ai_0 12
and4_1 8, a31oi_1 9, or3_1 10, buf_2 11
nor2_1 66, clkbuf_1 18, a21oi_1 11, nand2_1 46
dfrtp_1 103, ha_1 11
## logic make-up (layout without fill, tap and decap cells)
family,count (synthesis),after routing,synth area share [%]
AND/OR/NAND/NOR,269,269,26.4
flip-flops,104,104,47.5
AND-OR/OR-AND,72,72,9.11
XOR/XNOR,57,57,9.25
buffers and inverters,52,79,3.88
adder cells (fa/ha/maj),12,12,2.69
multiplexers,6,6,1.19
## layout by cell type (no fill, tap or decap), types with 10 or more instances in the layout
cell type,synthesis,final
a21oi_1,11,11
nand3_1,29,29
nor3_1,22,22
nor4_1,13,13
nand2_1,46,46
nand4_1,23,23
xnor2_1,26,26
dfrtp_1,103,103
o21ai_0,12,12
or3_1,10,10
clkdlybuf4s50_1,0,36
inv_1,21,21
ha_1,11,11
nor2_1,66,66
xor2_1,30,30
## state kept, by name (all words and copies together), names as in the netlist
| register | flops |
|---|---|
| gate_cnt | 32 |
| filt_a | 1 |
| sync_a | 2 |
| step | 2 |
| b_cnt | 6 |
| err_illegal | 16 |
| spdcnt | 16 |
| prev_ab | 2 |
| acc8 | 16 |
| filt_b | 1 |
| dir | 1 |
| delta_valid | 1 |
| a_cnt | 6 |
| sync_b | 2 |
## per-stage QoR
stage / setup WS [ps] / hold WS, ps / cells / utilization (%)
after floorplan: 6050 / 331 / 572 / -
after global placement: 5410 / 334 / 719 / 56.6
after detailed placement: 5380 / 338 / 719 / 56.6
after CTS: 5240 / 363 / 735 / 58.8
after global routing: 5210 / 374 / 735 / 58.8
final: 5270 / 359 / 735 / 58.8
## routing by layer
metal  routed length [µm]  vias up
met4                  133        0
li1                     -     2090
met1                 5610     2052
met3                  683       13
met5                    0        -
met2                 5240      116
## power by group through the flow
stage	Sequential (W)	Combinational, W	Clock, W
CTS	0.000513	0.0000216	0.000375
global route	0.000513	0.0000243	0.000397
finish	0.000513	0.0000204	0.000363
## final timing paths
check	startpoint	to	slack, ps	cells after the start
max	dir	dir	5270	1
min	sync_b[0]	sync_b[1]	360	0
max reg2reg	acc8[0]	spdcnt[0]	5630	7
min reg2reg	sync_b[0]	sync_b[1]	360	0
max in group asynchronous	rst_n	acc8[1]	5890	2
min in group asynchronous	rst_n	gate_cnt[15]	1280	1
Power is estimated from default activity; no workload was simulated.
